==> flow/design.v <==
module GAPLUS_IO
(
	input			 reset,
	input			 clk,
	input	 		 VBLK,
	input	[15:0] cpu_ad,
	input			 cpu_vma,
	input			 cpu_wr,
	input	 [7:0] cpu_wd,
	output [7:0] cpu_rd,
	output		 cpu_cs,
	input	[31:0] INP0,
	input	[31:0] INP1,
	input	 [3:0] INP2,
	output		 pcm_kick
);
wire io_cs = ( cpu_ad[15:8] == 8'h68 ) & cpu_vma;
wire iochp0_cs = ( cpu_ad[7:4] == 4'h0 ) & io_cs;
wire iochp1_cs = ( cpu_ad[7:4] == 4'h1 ) & io_cs;
wire iocust_cs = ( cpu_ad[7:4] == 4'h2 ) & io_cs;
wire [3:0] iochp0_rd;
wire [3:0] iochp1_rd;
wire [3:0] iocust_rd;
wire [3:0] io_rd = iochp0_cs ? iochp0_rd :
						 iochp1_cs ? iochp1_rd :
						 iocust_cs ? iocust_rd :
						 4'hF;
assign cpu_cs = io_cs;
assign cpu_rd = { 4'hF, io_rd };
GAPLUS_IO_CUS0	iochp0( reset, clk, VBLK, iochp0_cs, cpu_ad[3:0], iochp0_rd, cpu_wd[3:0], cpu_wr, INP0 );
GAPLUS_IO_CUS1	iochp1( reset, clk, VBLK, iochp1_cs, cpu_ad[3:0], iochp1_rd, cpu_wd[3:0], cpu_wr, INP1 );
GAPLUS_IO_CUS2	iocust( reset, clk, iocust_cs, cpu_ad[3:0], iocust_rd, cpu_wd, cpu_wr,  pcm_kick, INP2 );
endmodule
module GAPLUS_IO_CUS0
(
	input			 reset,
	input			 clk,
	input			 VB,
	input			 cs,
	input  [3:0] adrs,
	output [3:0] rd,
	input  [3:0] wd,
	input			 we,
	input	[31:0] INPORT
);
reg [3:0] regs [0:15];
reg [3:0] out;
reg		[7:0]	credits;
reg		[7:0]	credit_add, credit_sub;
reg	  [31:0]	pINPORT,fINPORT;
wire	  [31:0]	iINPORT = ( fINPORT ^ pINPORT ) & fINPORT;
wire		[3:0]	CREDIT_ONES, CREDIT_TENS;
BCDCONV	creditsBCD( credits, CREDIT_ONES, CREDIT_TENS );
reg pVB;
always @ ( posedge clk or posedge reset ) begin
	if ( reset ) begin
		out     <= 4'hF;
		credits <= 0;
		pVB <= 1'b0;
	end
	else begin
		if (~VB) pVB <= 1'b0;
		else if (~pVB) begin
			if (regs[4'h8]==4'h4) begin
				credit_add = 0;
				credit_sub = 0;
				if ( iINPORT[0] & ( credits < 99 ) ) begin
					credit_add = 8'h01;
					credits = credits + 1;
				end
				if ( regs[4'h9] == 0 ) begin
					if ( ( credits >= 2 ) & iINPORT[15] ) begin
						credit_sub = 8'h02;
						credits = credits - 2;
					end else if ( ( credits >= 1 ) & iINPORT[14] ) begin
						credit_sub = 8'h01;
						credits = credits - 1;
					end
				end
			end
			pINPORT <= fINPORT;
			fINPORT <= INPORT;
			pVB <= 1'b1;
		end
		if (cs) begin
			if (we) regs[adrs] <= wd;
			else out <= regs[adrs];
		end
		case ( regs[4'h8] )
			4'h1: begin				 
				regs[4'h0] <= fINPORT[3:0];
				regs[4'h1] <= fINPORT[7:4];
				regs[4'h2] <= fINPORT[11:8];
				regs[4'h3] <= fINPORT[15:12];
			end
			4'h4: begin				 
				regs[4'h0] <= CREDIT_TENS;
				regs[4'h1] <= CREDIT_ONES;
				regs[4'h2] <= credit_add;
				regs[4'h3] <= credit_sub;
				regs[4'h4] <= fINPORT[7:4];
				regs[4'h5] <= { fINPORT[14], iINPORT[14], fINPORT[12], iINPORT[12] };
				regs[4'h6] <= INPORT[11:8];
				regs[4'h7] <= { fINPORT[15], iINPORT[15], fINPORT[13], iINPORT[13] };
			end
			4'h8: begin				 
				regs[4'h0] <= 4'h6;
				regs[4'h1] <= 4'h9;
			end
			4'h9: begin				 
				regs[4'h0] <= fINPORT[3:0];
				regs[4'h2] <= fINPORT[7:4];
				regs[4'h4] <= fINPORT[11:8];
				regs[4'h6] <= fINPORT[15:12];
				regs[4'h1] <= fINPORT[19:16];
				regs[4'h3] <= fINPORT[23:20];
				regs[4'h5] <= fINPORT[27:24];
				regs[4'h7] <= fINPORT[31:28];
			end
			default: ;
		endcase
	end
end
assign rd = out;
endmodule
module GAPLUS_IO_CUS1
(
	input			 reset,
	input			 clk,
	input			 VB,
	input			 cs,
	input  [3:0] adrs,
	output [3:0] rd,
	input  [3:0] wd,
	input			 we,
	input [31:0] INPORT
);
reg [3:0] regs [0:15];
reg [3:0] out;
reg		[7:0]	credits;
reg		[7:0]	credit_add, credit_sub;
reg	  [31:0]	pINPORT,fINPORT;
wire	  [31:0]	iINPORT = ( fINPORT ^ pINPORT ) & fINPORT;
wire		[3:0]	CREDIT_ONES, CREDIT_TENS;
BCDCONV	creditsBCD( credits, CREDIT_ONES, CREDIT_TENS );
reg pVB;
always @ ( posedge clk or posedge reset ) begin
	if ( reset ) begin
		out <= 4'hF;
		credits <= 0;
		pVB <= 1'b0;
	end
	else begin
		if (~VB) pVB <= 1'b0;
		else if (~pVB) begin
			if (regs[4'h8]==4'h3) begin
				credit_add = 0;
				credit_sub = 0;
				if ( iINPORT[0] & ( credits < 99 ) ) begin
					credit_add = 8'h01;
					credits = credits + 1;
				end
				if ( regs[4'h9] == 0 ) begin
					if ( ( credits >= 2 ) & iINPORT[15] ) begin
						credit_sub = 8'h02;
						credits = credits - 2;
					end else if ( ( credits >= 1 ) & iINPORT[14] ) begin
						credit_sub = 8'h01;
						credits = credits - 1;
					end
				end
			end
			pINPORT <= fINPORT;
			fINPORT <= INPORT;
			pVB <= 1'b1;
		end
		if (cs) begin
			if (we) regs[adrs] <= wd;
			else out <= regs[adrs];
		end
		case ( regs[4'h8] )
			4'h1: begin				 
				regs[4'h4] <= fINPORT[3:0];
				regs[4'h5] <= fINPORT[7:4];
				regs[4'h6] <= fINPORT[11:8];
				regs[4'h7] <= fINPORT[15:12];
			end
			4'h3: begin				 
				regs[4'h0] <= credit_add;
				regs[4'h1] <= credit_sub;
				regs[4'h2] <= CREDIT_TENS;
				regs[4'h3] <= CREDIT_ONES;
				regs[4'h4] <= fINPORT[7:4];
				regs[4'h5] <= { fINPORT[14], iINPORT[14], fINPORT[12], iINPORT[12] };
				regs[4'h6] <= INPORT[11:8];
				regs[4'h7] <= { fINPORT[15], iINPORT[15], fINPORT[13], iINPORT[13] };
			end
			4'h4: begin				 
				regs[4'h0] <= fINPORT[3:0];
				regs[4'h2] <= fINPORT[7:4];
				regs[4'h4] <= fINPORT[11:8];
				regs[4'h6] <= fINPORT[15:12];
				regs[4'h1] <= fINPORT[19:16];
				regs[4'h3] <= fINPORT[23:20];
				regs[4'h5] <= fINPORT[27:24];
				regs[4'h7] <= fINPORT[31:28];
			end
			4'h5: begin				 
				regs[4'h0] <= 4'hF;
				regs[4'h1] <= 4'hF;
			end
			default: ;
		endcase
	end
end
assign rd = out;
endmodule
module GAPLUS_IO_CUS2
(
	input			 reset,
	input			 clk,
	input			 cs,
	input  [3:0] adrs,
	output [7:0] rd,
	input  [7:0] wd,
	input			 we,
	output		 kickpcm,
	input	 [3:0] INP
);
reg [7:0] mode;
reg [7:0] regs [0:15];
reg [7:0] out;
reg [8:0] nkick;
always @ ( posedge clk or posedge reset ) begin
	if ( reset ) begin
		nkick <= 0;
		out <= 8'hFF;
	end
	else begin
		if ( cs ) begin
			if ( we ) begin
				regs[adrs] <= wd;
				if ( adrs == 4'h8 ) mode <= wd;
				else if ( adrs == 4'h9 ) nkick <= 9'h1FF;
			end
			else begin
				case ( adrs )
				4'h0: out <= INP;	 
				4'h1: out <= ( mode == 4'h2 ) ? regs[adrs] : 4'hF;
				4'h2: out <= ( mode == 4'h2 ) ?       4'hF : 4'hE;
				4'h3: out <= ( mode == 4'h2 ) ? regs[adrs] : 4'h1;
				default: out <= regs[adrs];
				endcase
			end
		end
		if ( nkick != 0 ) nkick <= nkick - 1;
	end
end
assign rd = out;
assign kickpcm = ( nkick != 0 );
endmodule
module add3(in,out);
input [3:0] in;
output [3:0] out;
reg [3:0] out;
always @ (in)
	case (in)
	4'b0000: out <= 4'b0000;
	4'b0001: out <= 4'b0001;
	4'b0010: out <= 4'b0010;
	4'b0011: out <= 4'b0011;
	4'b0100: out <= 4'b0100;
	4'b0101: out <= 4'b1000;
	4'b0110: out <= 4'b1001;
	4'b0111: out <= 4'b1010;
	4'b1000: out <= 4'b1011;
	4'b1001: out <= 4'b1100;
	default: out <= 4'b0000;
	endcase
endmodule
module BCDCONV(A,ONES,TENS);
input  [7:0] A;
output [3:0] ONES, TENS;
wire   [3:0] c1,c2,c3,c4,c5,c6,c7;
wire   [3:0] d1,d2,d3,d4,d5,d6,d7;
assign d1 = {1'b0,A[7:5]};
assign d2 = {c1[2:0],A[4]};
assign d3 = {c2[2:0],A[3]};
assign d4 = {c3[2:0],A[2]};
assign d5 = {c4[2:0],A[1]};
assign d6 = {1'b0,c1[3],c2[3],c3[3]};
assign d7 = {c6[2:0],c4[3]};
add3 m1(d1,c1);
add3 m2(d2,c2);
add3 m3(d3,c3);
add3 m4(d4,c4);
add3 m5(d5,c5);
add3 m6(d6,c6);
add3 m7(d7,c7);
assign ONES = {c5[2:0],A[0]};
assign TENS = {c7[2:0],c5[3]};
endmodule
==> flow/run.sh <==
#!/bin/bash
# OpenROAD 26Q1-2900-gdf79404cd8, Yosys 0.63+post, stock flow scripts
make -C /OpenROAD-flow-scripts/flow DESIGN_CONFIG=/design/flow/config.mk WORK_HOME=/design/flow/orfs finish
==> flow/config.mk <==
export PLATFORM = sky130hd
export DESIGN_NAME = GAPLUS_IO
export DESIGN_NICKNAME = GAPLUS_IO
export VERILOG_FILES = /design/flow/design.v
export SDC_FILE = /design/flow/constraint.sdc
export NUM_CORES = 4
export LEC_CHECK = 1
export CORE_UTILIZATION = 40
==> flow/constraint.sdc <==
current_design GAPLUS_IO

set clk_period 8.4
set clk_io_pct 0.2

create_clock -name clk0 -period $clk_period [get_ports {clk}]

set non_clock_inputs [all_inputs -no_clocks]
set_input_delay [expr $clk_period * $clk_io_pct] -clock clk0 $non_clock_inputs
set_output_delay [expr $clk_period * $clk_io_pct] -clock clk0 [all_outputs]
==> results_dict.tcl <==
# implementation run metrics
set metrics [dict create \
    yosysTopAreaCellShare_pct 51.5 \
    path_cells "clkdlybuf4s50_1 -> or3_1 -> nor4b_2 -> nand2_1 -> clkdlybuf4s50_1" \
    post_drt_wl_per_cell_um 21.3 \
    slowest_delay_ps 530 \
    finalPower_mw 3.39 \
    p_per_area_nw_per_um2 188 \
    skew_ps 15.0 \
    flop_cell "edfxtp_1" \
    port_buffers 102 \
    maxCapViolCount 0 \
    rsz0062_at_grt "false" \
    grt_max_degree 46 \
    cts_resized 0 \
    cp_max_fo 6 \
    globalplace.congestion 0.933 \
    yosysMostFrequentCell "edfxtp_1" \
    drt-met1-wl_um 17900 \
    route.met3.wl_um 4570 \
    worst_setup_path_end_kind "output port" \
    yosysWarningCount 8 \
    dpl.hpwl_um 29200 \
    hold_buffers 0 \
    fp-row-count 71 \
    top_cells_by_count "edfxtp_1, nand2_1, nor2_1" \
    chipArea_um2 38900 \
    setup_viol 0 \
    core-area_um2 37600 \
    worst_setup_path_start_kind "primary input" \
    die_h_um 197 \
    antenna_cells 0 \
    critPathKind "primary input to output port" \
    grt_pass1_vias 11200 \
    routed.top_layer "met4" \
    cp.required_ps 6720 \
    finalHoldViolCount 0 \
    preCtsSetupSlack_ps 3190 \
    route.met2.wl_um 18500 \
    die_w_um 197 \
    hold_slack_ps 474 \
    max_slew_margin_pct 43.4 \
    yosys-top-cells-area "edfxtp_1, dfrtp_1, nand2_1, nor2_1, o21ai_0" \
    ys.flops 306 \
    cts_tree "done" \
    post_cts_buffers 0 \
    leakagePower_nw 6.11 \
    critPathSlowestCell "nor4b_2" \
    post_dp_cell_area_um2 16900 \
    hold_class "flip-flop to flip-flop" \
    dp.cells 1918 \
    edf_count 262 \
    numClockSinks 306 \
    r2r_slack_ps 4450 \
    dr.pass1.iters 7 \
    path_clk_slew_ps 60 \
    worst_slew_pin_slew_ps 845 \
    yosysUniqueCellTypes 87 \
    largest_area_cell "edfxtp_1" \
    syn2layout_area_growth_pct 18.0 \
    syn_avg_cell_area_um2 11.2 \
    wl_um 42200 \
    period_needed_ps 5220 \
    fin_util_pct 47.9 \
    fp_util_pct 40.6 \
    cts_root_buf "clkbuf_16" \
    clock.latency.late_pin_ps 540 \
    yosys-stat-area_um2 15300 \
    fillers 3312 \
    layout.cells.non_filler 1982 \
    via_count 11500 \
    grt_pass1_wl_um 64400 \
    async_flop_share_pct 12.4 \
    via_per_inst 5.83 \
    vdd_drop_max_v 0.000124 \
    slew_viol_final 0 \
    rr_worst_depth 10 \
    syn_inst 1357 \
    h-tree-depth 2 \
    ys_cells 1357 \
    drt_iter0_markers 1005 \
    arrival_ps 3540 \
    crit_top_cell "clkdlybuf4s50_1" \
    setup_ws_ps 3180 \
    ios 107 \
    drive_above_1_share_pct 9.38 \
    r2r-start "iochp0.credits[7]" \
    tns_ps 0 \
    antenna_found_initial 0 \
    warnings 31 \
    finalClockPeriodUsage_pct 62.2 \
    drc 0 \
    timing.rr.end "iochp0.credits[7]" \
    min_to "iochp0.credit_sub[1]" \
    fin_area_um2 18000 \
    ys_seq_share_pct 58.7 \
    grt_remaining_overflow 0 \
    ant_nets 0 \
    holdPathStages 2 \
    cts_max_path_buffers 3 \
    synth_area_um2 15300 \
    hold_path_startpoint "iochp0.credit_sub[1]" \
    numCtsBuffers 36 \
    outcome "complete, no violations" \
    fmax_mhz 191 \
    grt_usage_pct 23.2 \
]
## kinds of logic after synthesis
group	count (synthesis)	synth area share [%]
AOI/OAI and AO/OA	381	17.8
other	1	0.0246
buffers and inverters	119	3.08
and+or+nand+nor	469	15.1
adders and majority gates	14	1.13
muxes	40	2.71
xor gates and xnor gates	27	1.55
DFF	306	58.7
## sequential cells by signal (all words and copies together), names as in the netlist
name / cells
iochp1.pINPORT: 5
iocust.nkick: 9
iochp1.credit_add: 1
iochp0.credits: 8
iochp0.regs: 64
iochp0.out: 4
iochp1.out: 4
iochp0.credit_sub: 2
iochp0.fINPORT: 32
iochp0.credit_add: 1
iochp1.regs: 64
iocust.mode: 8
iocust.out: 4
iocust.regs: 52
iochp1.pVB: 1
iochp1.fINPORT: 32
iochp0.pINPORT: 5
iochp1.credit_sub: 2
iochp1.credits: 8
## cell usage in the layout, fill, tap and decap left out, types with 26 or more instances in the layout
master,instances
edfxtp_1,262
nand2_1,139
nor2_1,124
clkdlybuf4s50_1,102
o21ai_0,76
a21oi_1,57
a22oi_1,49
buf_4,39
nand3_1,37
clkbuf_16,37
mux2i_1,32
nor3_1,30
nand2b_1,27
dfrtp_1,26
## layer usage
metal	global-route usage (%)	vias to the layer above
met4	5.46	0
met1	35.0	5475
met3	9.79	86
met5	0	-
met2	32.8	568
li1	-	5417
## critical path, delay by kind of cell
family        cells  cell delay, ps
buf+inv           2             820
simple gates      3            1040
## worst max path at each step
stage	start	endpoint	slack (ps)	depth (start not counted)
4_1_cts	cpu_ad[9]	cpu_rd[1]	3190	5
5_1_grt	cpu_ad[9]	cpu_rd[0]	3060	5
6_report	cpu_ad[9]	cpu_rd[0]	3180	5
## layout make-up
class / instances / area, um2 / area share [%]
clock buffers: 47 / 963 / 5.35
clock inverters: 17 / 175 / 0.973
inverters: 25 / 95.1 / 0.528
multi-input cells: 935 / 5870 / 32.6
flip-flops and latches: 306 / 8950 / 49.7
well taps: 511 / 639 / 3.55
repair buffers: 141 / 1310 / 7.30
## power by group
part / total, mW / internal (mW) / switching [mW] / leakage [nW]
Sequential: 1.68 / 1.67 / 0.0127 / 2.86
Clock: 1.53 / 0.906 / 0.620 / 0.550
Combinational: 0.182 / 0.0799 / 0.102 / 2.70
No activity file was given, so power comes from the tool's default toggle rates.
